## design/flow/config.mk

```make
export PLATFORM = sky130hd
export DESIGN_NAME = RegisterFile
export DESIGN_NICKNAME = RegisterFile
export VERILOG_FILES = /design/flow/design.v
export SDC_FILE = /design/flow/constraint.sdc
export NUM_CORES = 4
export LEC_CHECK = 1
export CORE_UTILIZATION = 40
```

## design/flow/run.sh

```bash
#!/bin/bash
# OpenROAD 26Q1-2900-gdf79404cd8, Yosys 0.63+post, stock flow scripts
make -C /OpenROAD-flow-scripts/flow DESIGN_CONFIG=/design/flow/config.mk WORK_HOME=/design/flow/orfs finish
```

## design/flow/design.v

```verilog
`timescale 1ns / 1ps
module RegisterFile(
	input clk,
	input RegWre,
	input [1:0] RegDst,
	input WrRegData,
	input [4:0] rs,
	input [4:0] rt,
	input [4:0] rd,
	input [31:0] write_data,
	input [31:0] PCLine,
	output [31:0] read_data1,
	output [31:0] read_data2
    );
	reg [31:0] register [0:31];
	integer i;
	initial begin
		for (i=0; i<32; i=i+1)
			register[i] <= 0;
	end
	assign read_data1 = (rs == 0)?0:register[rs];
	assign read_data2 = (rt == 0)?0:register[rt];
	wire [31:0] data;
	always@(negedge clk) begin
		if (RegWre == 1) begin
			case (RegDst)
				2'b00: begin
					if (WrRegData == 0) begin
						register[31] <= PCLine + 4;
					end 
					else begin 
						register[31] <= write_data;
					end
				end
				2'b01: begin
					if (rt != 0) begin
						if (WrRegData == 0) begin
							register[rt] <= PCLine + 4;
						end 
						else begin 
							register[rt] <= write_data;
						end
					end
				end
				2'b10: begin
					if (rd != 0) begin
						if (WrRegData == 0) begin
							register[rd] <= PCLine + 4;
						end 
						else begin 
							register[rd] <= write_data;
						end
					end
				end
			endcase
		end
	end
endmodule
```

## design/flow/constraint.sdc

```tcl
current_design RegisterFile

set clk_period 17.9
set clk_io_pct 0.2

create_clock -name clk0 -period $clk_period [get_ports {clk}]

set non_clock_inputs [all_inputs -no_clocks]
set_input_delay [expr $clk_period * $clk_io_pct] -clock clk0 $non_clock_inputs
set_output_delay [expr $clk_period * $clk_io_pct] -clock clk0 [all_outputs]
```

==> Changelog: implementation <==
### Implementation results

* Antenna viol nets, final at 0
* Routed WL at 156000 µm
* Syn Std Cell Area at 48700 µm²
* Number of top-level pins at 148
* Mean instance size in the synthesized netlist at 19.1 µm²
* Setup crit start kind: flip-flop
* Total Routing Usage GR at 0.283
* Leakage dissipation at 23.7 nW
* Number of search-and-repair iterations in the first detailed-routing pass at 5
* Worst slew slack as a fraction of its limit at 0.316
* Peak ir drop on the vdd network at 0.0857 mV
* Dominant register cell: edfxtp_1
* Launch instance of the worst min-delay path: rt[0]
* Main area contributors after synthesis: edfxtp_1 (63%), mux4_2 (20%), mux2i_1 (3.5%)
* First-pass GRT wire length at 225000 µm
* Cells in synth_stat.txt at 2549
* Number of enable-type register cells in the synthesized netlist at 1024
* Total power density per cell area at 110 nW/µm²
* Number of buffers inserted by post-CTS setup repair at 0
* Layout cell share with drive strength beyond 1 at 0.247
* Via count of the first global-routing pass at 36.6k
* Total non-filler cell area in the finished layout at 60200 µm²
* Area added between synthesis and finish at 23.5%
* Area fraction of the dominant cell type after synthesis at 0.631
* Total number of vias at 31.4k
* Routed via count divided by cell count at 5.72
* Post-cts gate resize count at 0
* Quantity of hold-fixing buffers added after cts at 0
* Aggregate global routing overflow at 0
* Top flop regs: register (1024)
* Final core area utilization at 0.500
* Critical-path maximum fanout at 2
* Clock root cell: clkbuf_16
* Post-Place Cell Area at 52400 µm²
* Category of the most critical setup path: flip-flop to output port
* RSZ-0062 raised after global routing: false
* Count of standard-cell rows at 127
* Endpoint class of the critical path: output port
* Count of routing violations after the opening detailed-route iteration at 2117
* Async set-or-reset flop fraction in the synthesized netlist at 0
* Post-route DRC violation count at 0
* # fillers at 9493
* Sink count of the clock tree at 1024
* Placeable core region at 120000 µm²
* Average wire per standard cell at 28.4 µm
* Netlist cell types at 54
* Number of max-slew violations in the final report at 0
* Total Power at 0.00663 W
* TritonCTS clock tree: built
* Maximum number of pins on one net before global-route repair at 74
* Starting Density at 0.405
* Worst slack on hold paths at 8190 ps
* Total CTS buffers at 112
* Beginning of the critical path: register[9][21]
* Clock H-tree levels at 3
* Endpoints failing hold at 0
* Maximum capacitance violations at 0
* Yosys chip area at 48700 µm²
* Worst Tran Pin Value at 1020 ps
* Most flops, register: register
* Number of standard cells after synthesis at 2549
* Number of flip-flops under the largest register name at 1024
* Clock tree buffer depth at 3
* OpenROAD warnings at 1027
* Chip area at 123000 µm²
* Routability-driven placement congestion ratio at 0.923
* Crit path required time at 14320 ps
* Height of the die at 351 µm
* Buffers on Ports at 147
* Sum of net half-perimeters after detailed placement at 90900 µm
* Setup TNS Final at 0 ps
* Number of failing setup endpoints in the final timing report at 0
* Data arrival time of the critical path at 12120 ps
* Cell taking the most area after synthesis: edfxtp_1
* Initial antenna violation count at 3
* Sequential share of the synthesized area at 0.631
* Synthesized registers at 1024
* Run status: finished clean
* Clock slew at the register clock pins of the worst setup and hold paths at 40 ps
* Width of the chip at 351 µm
* Number of synthesis warnings at 1
* Min-delay worst type: input pin to output port
-- through the flow --
step           cells  setup slack (ps)
2_1_floorplan   2580              1490
3_3_place_gp    4260              1710
3_5_place_dp    4260              1640
4_1_cts         5489              2210
5_1_grt         5489              1990
6_report        5490              2200
-- cell usage after synthesis (all sizes together) (5+ instances only) --
master,number
edfxtp,1024
and3,13
mux2,116
clkbuf,62
xor2,22
xnor2,6
a22o,5
o22ai,26
and2,22
buf,145
o221ai,54
a211o,10
a221oi,9
nand2b,5
nand2,55
a211oi,17
nor2,51
mux2i,171
nor3,14
a2111oi,17
a21oi,79
nand4,10
a22oi,89
nand3,14
nor2b,9
a31oi,33
mux4,435
and4,8
-- kinds of logic after synthesis --
logic type,Yosys count,share of synthesized area
AOI/OAI and AO/OA,349,0.0520
xor gates and xnor gates,28,0.00503
adders and majority gates,1,0.000257
buffers and inverters,211,0.0265
DFF,1024,0.631
muxes,722,0.263
other,1,0.0000770
and+or+nand+nor,213,0.0220
-- worst paths after layout --
check / end / slack, ps / cells past startpoint
worst max-delay path: read_data1[21] / 2200 / 5
worst min-delay path: read_data2[31] / 8190 / 4
-- routing by layer --
metal | vias to the layer above | global-route usage | share of wire
met5 | - | 0.0247 | 0.0019
met2 | 2446 | 0.387 | 0.46
met3 | 335 | 0.268 | 0.20
met4 | 14 | 0.113 | 0.032
li1 | 13500 | - | -
met1 | 15200 | 0.294 | 0.30
-- layout make-up --
class	count	area [µm²]	area share
sequential	1024	30700	0.511
timing repair buffer	275	2480	0.0413
inverter	3	11.3	0.000187
antenna	1	2.50	0.0000416
clock buffer	115	2880	0.0478
multi-input combinational	1345	17100	0.284
clock inverter	1115	4930	0.0819
tap	1612	2020	0.0335
-- power by group --
part	internal, W	total, W	switching (W)
sequential	0.00273	0.00275	0.0000173
combinational	0.000237	0.000564	0.000327
clock	0.00181	0.00332	0.00151
total	0.00478	0.00663	0.00185
-- critical path, stage by stage (launching register included) --
cell	delay [ps]
edfxtp_1	380
mux4_2	460
mux2_2	290
o221ai_1	470
a31oi_1	310
clkdlybuf4s50_1	560
-- layout by cell type, fill, tap and decap left out, types with 6 or more instances in the layout --
cell type        Yosys  routed
a2111oi_1           13      12
a211o_1             10      10
a211oi_1            17      17
a21oi_1             79      50
a21oi_2              0      29
a221oi_1             9       9
a22oi_1             88      88
a31oi_1             33      33
and2_1              22      17
and3_1              13       7
and3_2               0       6
buf_4               34     126
bufinv_16            0      24
clkbuf_16            0     115
clkdlybuf4s50_1      0     137
clkinv_4             0       6
clkinvlp_2           0      26
conb_1               1      32
edfxtp_1          1024    1024
inv_1                4    1048
inv_4                0       9
mux2_2             116     116
mux2i_1            171     171
mux4_2             434     434
nand2_1             55      55
nand3_1             14      14
nand4_1             10      10
nor2_1              51      41
nor2_4               0      10
nor2b_1              9       6
nor3_2               0       9
o221ai_1            54      54
o22ai_1             26      26
xnor2_1              6       6
xor2_1              22      22
Power is estimated from default activity; no workload was simulated.
