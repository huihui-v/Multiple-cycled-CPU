**./design.v**
```verilog
`timescale 1ns / 1ps
module ControlUnit(
	input [5:0] Op,
	input zero,
	input clk,
	input CURST,
	output reg PCWre,
	output reg ALUSrcA,
	output reg ALUSrcB,
	output reg ALUM2Reg,
	output reg RegWre,
	output reg WrRegData,
	output reg InsMemRW,
	output reg RD,
	output reg WR,
	output reg IRWre,
	output reg ExtSel,
	output reg [1:0] PCSrc,
	output reg [1:0] RegDst,
	output reg [2:0] ALUOp
    );
	parameter [5:0] ADDU=6'b000000,
						 SUBU=6'b000001,
						 ADDIU=6'b000010,
						 OR=6'b010000,
						 AND=6'b010001,
						 ORI=6'b010010,
						 SLL=6'b011000,
						 SLTU=6'b100110,
						 SLTIU=6'b100111,
						 SW=6'b110000,
						 LW=6'b110001,
						 BEQ=6'b110100,
						 J=6'b111000,
						 JR=6'b111001,
						 JAL=6'b111010,
						 HALT=6'b111111;
	parameter [2:0] IF=3'b000,
						 ID=3'b001,
						 EXE1=3'b110,
						 EXE2=3'b101,
						 EXE3=3'b010,
						 MEM=3'b011,
						 WB1=3'b111,
						 WB2=3'b100;
	reg [2:0] state, next_state;
	initial begin
		PCWre = 0;
		ALUSrcA = 0;
		ALUSrcB = 0;
		ALUM2Reg = 0;
		RegWre = 0;
		WrRegData = 0;
		InsMemRW = 0;
		RD = 0;
		WR = 0;
		IRWre = 0;
		ExtSel = 0;
		PCSrc = 2'b00;
		RegDst = 2'b00;
		ALUOp = 3'b000;
		state = IF;
	end
	always@(posedge clk) begin 
		if (CURST == 0)
			state <= IF;
		else 
			state <= next_state;
			$monitor("%b,",state);
	end
	always@(state or Op) begin
		case(state)
			IF: next_state = ID;
			ID: begin
				case (Op[5:3])
					3'b111: next_state = IF;
					3'b110: begin
						if (Op == BEQ)
							next_state = EXE2;
						else
							next_state = EXE3;
					end
					default: next_state = EXE1;
				endcase
			end
			EXE1: next_state = WB1;
			EXE2: next_state = IF;
			EXE3: next_state = MEM;
			WB1: next_state = IF;
			WB2: next_state = IF;
			MEM: next_state = (Op == LW)?WB2:IF;
		endcase
			$monitor("2,%b,%b", state, next_state);
	end
	always@(state) begin
		if(next_state == IF && Op != HALT) 
			PCWre = 1;
		else PCWre = 0;
		if(state == EXE1 && Op == SLL)
			ALUSrcA = 1;
		else ALUSrcA = 0;
		if(state == EXE3 || Op == ADDIU || Op == ORI)
			ALUSrcB = 1;
		else ALUSrcB = 0;
		if(next_state == WB2)
			ALUM2Reg = 1;
		else ALUM2Reg = 0;
		if(state == WB1 || state == WB2 || Op == JAL) 
			RegWre = 1;
		else RegWre = 0;
		if(state == WB1 || state == WB2)
			WrRegData = 1;
		else WrRegData = 0;
		if(state == IF)
			InsMemRW = 1;
		else InsMemRW = 0;
		if(state == MEM && Op == LW)
			RD = 1;
		else RD = 0;
		if(state == MEM && Op == SW)
			WR = 1;
		else WR = 0;
		if(state == IF)
			IRWre = 1;
		else IRWre = 0;
		if(state == EXE1 && Op == ORI)
			ExtSel = 0;
		else ExtSel = 1;
		if(state == ID && (Op == J || Op == JAL))
			PCSrc = 2'b11;
		else if(state == ID && Op == JR)
			PCSrc = 2'b10;
		else if(state == EXE2 && zero == 1)
			PCSrc = 2'b01;
		else PCSrc = 2'b00;
		if(state == ID && Op == JAL)
			RegDst = 2'b00;
		else if((state == WB1 && (Op == ADDIU || Op == ORI || Op == SLTIU)) || state == WB2)
			RegDst = 2'b01;
		else RegDst = 2'b10;
		case(Op)
			SUBU:ALUOp = 3'b001;
			OR:ALUOp = 3'b101;
			AND:ALUOp = 3'b110;
			ORI:ALUOp = 3'b101;
			SLTU:ALUOp = 3'b010;
			SLTIU:ALUOp = 3'b010;
			SLL:ALUOp = 3'b100;
			BEQ:ALUOp = 3'b001;
			default:ALUOp = 3'b000;
		endcase;
	end
endmodule
```
**./run.sh**
```bash
#!/bin/bash
# OpenROAD 26Q1-2900-gdf79404cd8, Yosys 0.63+post, stock flow scripts
make -C /OpenROAD-flow-scripts/flow DESIGN_CONFIG=/design/flow/config.mk WORK_HOME=/design/flow/orfs finish
```
**./config.mk**
```make
export PLATFORM = sky130hd
export DESIGN_NAME = ControlUnit
export DESIGN_NICKNAME = ControlUnit
export VERILOG_FILES = /design/flow/design.v
export SDC_FILE = /design/flow/constraint.sdc
export NUM_CORES = 4
export LEC_CHECK = 1
export CORE_AREA = 10 10 73 73
export DIE_AREA = 0 0 83 83
```
**./constraint.sdc**
```tcl
current_design ControlUnit

set clk_period 2.9
set clk_io_pct 0.2

create_clock -name clk0 -period $clk_period [get_ports {clk}]

set non_clock_inputs [all_inputs -no_clocks]
set_input_delay [expr $clk_period * $clk_io_pct] -clock clk0 $non_clock_inputs
set_output_delay [expr $clk_period * $clk_io_pct] -clock clk0 [all_outputs]
```
==> flow_summary.ini <==
; implementation run metrics
[pwr]
clockPowerShare_pct = 41.0
seq_power_share_pct = 18.7
internal_power_uw = 208
p_comb_share_pct = 40.4
p_leak_uw = 0.000476
power.density_nw_per_um2 = 271
switching_share_pct = 28.6
switchingPower_uw = 83.5
finalPower_uw = 292
ir_drop_v = 0.000274

[global_routing]
grt_pass1_wl_um = 3150
antenna_found_initial = 0
grt_max_degree = 12
grt_pass1_vias = 709
overflow = 0
track_usage_pct = 5.20

[worst_setup_path]
regToRegSetupSlack_ps = 1290
crit_path_start = Op[2]
cp_common_cell = clkdlybuf4s50_1
critPathCaptureType = output port
slowest_delay_ps = 470
crit_chain = clkdlybuf4s50_1 -> buf_6 -> nor2_2 -> nand2_2 -> nor3_2 -> and3_1 -> clkdlybuf4s50_1
worst-setup-path-type = in2out
r2r-end = state[2]
rr_startpoint = state[1]
arrival_ps = 2260
cp-start-kind = primary input
required_ps = 2320
reg2reg_depth = 7
cpMaxStageDelayCell = clkdlybuf4s50_1
crit_end = ALUSrcA
crit_fanout = 8

[synthesis]
ys.flops = 3
synth_warnings = 3
syn_avg_cell_area_um2 = 7.02
seq_area_frac_synth_pct = 12.2
netlist_area_um2 = 492
synthCells = 70
yosysUniqueCellTypes = 36
yosys_area_um2 = 492
synth_stat.cells = 70

[place]
dp_cells = 157
dp.final_hpwl_um = 1580
globalplace.congestion = 0.832
port_buffers = 26
dpl-instance-area_um2 = 916

[hold_path]
holdPathStages = 2
hold_class = reg2reg

[floorplan]
initial_core_util_pct = 13.1
dieArea_um2 = 6890
rows = 22
ios = 27
die_w_um = 83
core_area_um2 = 3740
die_height_um = 83

[final_timing]
max_slew.worst_pin.slew_ps = 343
relSlewSlack_pct = 77.1
finalSetupViolations = 0
finalMaxSlewViolations = 0
fin_crit_ps = 2840
final-hold-violation-count = 0
final.period_utilization_pct = 98.1
max_freq_mhz = 352
hold_slack_ps = 646
clock_skew_ps = 0.132

[job]
warning_count = 25
cap_violations = 0

[drt]
dr_total_vias = 709
dr.pass1.iters = 2
drt_iter0_markers = 14
wl_um = 2110
ant_nets = 0
wl_per_cell_um = 12.6
n_antenna_cell = 0
drc_errors = 0
vias_per_cell = 4.25

[clock_tree]
clock-sinks = 3
cts-root-buf = clkbuf_8
numCtsBuffers = 3
path_clk_slew_ps = 30
cts_max_path_buffers = 2
htreeDepth = 1
clk_latency_ps = 210
cts_tree = yes

[final_layout]
final_cell_mix = 23 x buf_4, 18 x clkdlybuf4s50_1, 6 x nor2_1, 6 x nand2_1, 5 x dlymetal6s2s_1
stdcell_count = 167
synthToLayoutAreaGrowth_pct = 119
drive_gt1_share_pct = 37.0
lay_top_count = buf_4
largestRegisters = state x3
largest_register_ffs = 3
regMostFlops = state
postLayoutCellArea_um2 = 1080

[status]
status = completed
timing repair:
| item | 4_1_cts | 5_1_grt |
|---|---|---|
| hold buffers | 0 | 0 |
| gates resized | 6 | 16 |
| setup buffers | 0 | 6 |
| pin swaps | 0 | 6 |
| endpoints found under the setup margin | 8 | 11 |
| cloned | 0 | 0 |
how the worst min path moves through the flow:
stage	start	to	slack [ps]
4_1_cts	state[0]	state[0]	640
5_1_grt	state[0]	state[0]	670
6_report	state[0]	state[0]	650
per-stage QoR:
step	TNS [ps]	util (%)	setup slack, ps
floorplan	0	-	1050
global placement	-202	24.5	-79.6
detailed placement	-135	24.5	-49.8
CTS	0	25.9	3.92
global route	-28.6	28.8	-22.4
finish	0	28.8	56.4
layout make-up:
cell class / instances / area [um^2]
Clock buffer: 4 / 45.0
Fill cell: 401 / 2670
Inverter: 4 / 15.0
Multi-Input combinational cell: 57 / 434
Sequential cell: 3 / 60.1
Tap cell: 48 / 60.1
Timing Repair Buffer: 51 / 464
synthesized netlist by cell type, drive strengths merged:
library cell / count / share of area, %
nor2: 8 / 6.1
nand2: 7 / 5.3
buf: 6 / 7.9
a21oi: 5 / 5.9
nand3: 5 / 5.1
nor3: 5 / 6.1
inv: 4 / 3.1
and3: 3 / 4.1
dfxtp: 3 / 12
nor4b: 3 / 8.4
nand2b: 2 / 2.5
a21boi: 1 / 1.5
a31oi: 1 / 1.3
a41oi: 1 / 1.8
and2: 1 / 1.3
maj3: 1 / 2.0
nand4: 1 / 1.3
nand4b: 1 / 4.8
nor3b: 1 / 1.5
nor4: 1 / 1.3
o211ai: 1 / 1.5
o21a: 1 / 1.5
o21ai: 1 / 1.0
o22a: 1 / 1.8
o311a: 1 / 2.0
o31a: 1 / 1.8
o31ai: 1 / 1.5
o32a: 1 / 2.0
o41ai: 1 / 1.8
or2b: 1 / 1.5
kinds of logic after synthesis:
logic type                 synth area share (%)
adders and majority gates                  2.04
AOI/OAI and AO/OA                          25.4
and+or+nand+nor                            49.4
buffers and inverters                      10.9
DFF                                        12.2
critical path, delay by kind of cell:
kind / cells / cell delay [ps]
buffers and inverters: 3 / 1030
AND/OR/NAND/NOR: 4 / 660
power groups by stage:
stage | Combinational, uW | Clock [uW] | Sequential, uW
after global routing | 129 | 130 | 55.4
after CTS | 110 | 123 | 54.2
final | 118 | 120 | 54.5
per-layer routing:
| layer | GRT usage [%] | up-vias | part of all wire [%] |
|---|---|---|---|
| met4 | 0.923 | 0 | 1.3 |
| li1 | - | 361 | - |
| met3 | 1.38 | 2 | 5.1 |
| met1 | 6.96 | 324 | 52 |
| met2 | 8.17 | 22 | 42 |
| met5 | 0 | - | 0 |
Power is estimated from default activity; no workload was simulated.
