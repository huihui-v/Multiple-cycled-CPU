## /design/flow/run.sh

```bash
#!/bin/bash
# OpenROAD 26Q1-2900-gdf79404cd8, Yosys 0.63+post, stock flow scripts
make -C /OpenROAD-flow-scripts/flow DESIGN_CONFIG=/design/flow/config.mk WORK_HOME=/design/flow/orfs finish
```

## /design/flow/config.mk

```make
export PLATFORM = sky130hd
export DESIGN_NAME = ALU
export DESIGN_NICKNAME = ALU
export VERILOG_FILES = /design/flow/design.v
export SDC_FILE = /design/flow/constraint.sdc
export NUM_CORES = 4
export LEC_CHECK = 1
export CORE_UTILIZATION = 30
```

## /design/flow/constraint.sdc

```tcl
current_design ALU

set clk_period 26.1
set clk_io_pct 0.2

create_clock -name clk0 -period $clk_period

set non_clock_inputs [all_inputs -no_clocks]
set_input_delay [expr $clk_period * $clk_io_pct] -clock clk0 $non_clock_inputs
set_output_delay [expr $clk_period * $clk_io_pct] -clock clk0 [all_outputs]
```

## /design/flow/design.v

```verilog
`timescale 1ns / 1ps
module ALU(
	input [31:0] read_data1_DR,
	input [31:0] read_data2_DR,
	input [31:0] sa,
	input [31:0] extended_immediate,
	input ALUSrcA,
	input ALUSrcB,
	input [2:0] ALUOp,
	output wire zero,
	output reg [31:0] result
    );
	wire [31:0] alua;
	wire [31:0] alub;
	assign alua = (ALUSrcA == 0)?read_data1_DR:sa;
	assign alub = (ALUSrcB == 0)?read_data2_DR:extended_immediate;
	always@(alua or alub or ALUOp) begin
		case (ALUOp)
			3'b000: result <= alua + alub;
			3'b001: result <= alua - alub;
			3'b010: result <= (alua<alub)?1:0;
			3'b011: result <= alub >> alua;
			3'b100: result <= alub << alua;
			3'b101: result <= alua | alub;
			3'b110: result <= alua & alub;
			3'b111: result <= (alua & ~alub) | (~alua & alub);
		endcase
	end
	assign zero = (result == 0)?1:0;
endmodule
```

==> run notes <==
From the run reports.

- The total of warnings raised by yosys reads 1.
- The number of nets with antenna violations after routing is 0.
- The starting density of the core is 0.308.
- The script computed the net switching share of total power as 0.627.
- The proportion of synthesized chip area in sequential cells is 0.
- The number of gates resized after CTS was 0.
- The run finished with clean final reports.
- The cell occurring most often along the worst timing path reads buf_4.
- The cell-mix breakdown from Yosys lists the simple-gate area share as 0.216.
- The layout overhead on the synthesized area reads 21.2%.
- Per the detail_route report, routed wire per instance is 28.9 um.
- For the worst setup path, the data required time is 20,880 ps.
- The DRC violation total left in the routed layout is recorded as 0.
- The type of the worst setup path reads in -> out.
- The share of final-layout standard cells stronger than drive strength 1 reads 0.0581.
- Setup repair after global routing left no endpoint under its margin.
- The total internal power reads 0.133 mW.
- Looking at the hold checks, the worst path lands on result[15].
- The area of the core region reads 0.0319 mm2.
- The number of buffers inserted to repair setup after CTS reads 0.
- The most critical min-delay path falls under in -> out.
- The number of core rows reads 65.
- The number of filler cells placed in the layout reads 3,542.
- The largest net degree at the start of global routing reads 54.
- The number of global-route vias before repair is 11,800.
- The main logic family after synthesis is AND-OR/OR-AND gates.
- The mean cell area of the mapped netlist is 6.74 um2.
- The final hold violation count reads 0.
- Synthesis produced a netlist whose cell count is 1,459.
- The wire length of the first global-routing pass reads 83,000 um.
- The via density per instance reads 6.39.
- The floorplan step defined a die boundary enclosing 0.0335 mm2.
- The maximum operating frequency is 57.4 MHz.
- The horizontal die dimension reads 183 um.
- The final routed wirelength across all metal layers is 57,800 um.
- According to the floorplan report, the die height is 183 um.
- The flow reported a cell area power density of 30.1 mW/mm2.
- For this run the detailed placement stage logged an HPWL of 46,300 um.
- The master of the slowest instance on the critical path is buf_4.
- The flop count is 0.
- The DRC violation total after the first TritonRoute iteration is 1,698.
- The antenna cell count reads 0.
- The area taken by flip-flops and latches is 0 um2.
- Yosys reports the multiplexer fraction of the synthesized area as 0.235.
- The beginning of the worst hold path is ALUOp[0].
- The synthesized area reads 0.00983 mm2.
- The share of the clock period used by the worst path is 0.668.
- The port buffer count is 166.
- The and-or/or-and share of the synthesized area is 0.314.
- Summing over the stages, the warning tally comes to 96.
- The placer congestion estimate reads 1.03.
- The critical path goes through buf_2, buf_4, mux2i_4, buf_4, inv_2, buf_4, fa_1, a211oi_1, o211ai_1, a21oi_1, o22ai_1, xnor2_1, a211oi_1, o2111ai_1, or4_1, or4_1, nor4_1, or4b_1, nor4_2, clkdlybuf4s50_1.
- The count of cells in the finished layout, fillers not included, comes to 2,001.
- The tool flagged a number of max-cap violations equal to 0.
- Global routing finished with a remaining overflow of 0.
- The number of instances in the placed design is 2,001.
- The part of the total power dissipated in combinational logic reads 1.000.
- The cell count of the worst hold path reads 6.
- Summed over all failing endpoints, the final setup total negative slack is 0 ps.
- The post-synthesis adder-cell area fraction is 0.126.
- The largest driver fanout on the critical path reads 46.
- The reported leakage power is 4.91 nW.
- The synthesis area per yosys reads 0.00983 mm2.
- The number of hold buffers added after cts is 0.
- The cell-mix breakdown from Yosys lists the XOR/XNOR area share as 0.0232.
- According to the timing report, the arrival time at the worst endpoint equals 12,200 ps.
- The type of destination of the critical path reads an output pin.
- The count of clock buffers in the final design is 0.
- The total of endpoints with negative setup slack in the final report reads 0.
- The largest incremental delay on the critical path is 580 ps.
- Summed over all routing layers, the global router reports a total usage of 0.343.
- The relative slew slack is 0.312.
- The switching component of the power was reported as 0.224 mW.
- At the pin with the least slew margin, the transition time is 1010 ps.
- For this design, Yosys synthesis ends with a cell count of 1,459.
- Subtracting the final worst setup slack from the clock period gives 17,420 ps.
- The routed layout has 12,800 vias.
- The portion of total power attributed to sequential cells is 0.
- The detailed-routing iteration count for the pre-antenna-repair pass reads 6.
- The initial antenna violation count was 1.
- The clock power share reads 0.
- The type of element launching the critical path is a primary input.
- 166 I/O pins were placed.
- The final count of pins violating max slew reads 0.
- The netlist uses 85 different library cells.
- The worst VDD IR drop from the latest analysis is 0.0106 mV.
-- worst max path at each step --
stage | slack (ps) | to | startpoint | cells past startpoint
4_1_cts | 8750 | zero | ALUSrcA | 20
5_1_grt | 8330 | zero | ALUSrcA | 20
6_report | 8680 | zero | ALUSrcA | 20
-- critical path: cells and delay by family --
family,cells,cell delay [ps]
AND-OR/OR-AND,6,1700
XOR/XNOR,1,190
adder cells (fa/ha/maj),1,530
buffers and inverters,6,2100
multiplexers,1,330
AND/OR/NAND/NOR,5,2060
-- cell families (layout without fill, tap and decap cells) --
family,after synthesis,in the layout
compound gates,468,468
simple gates,445,445
mux,217,217
buf+inv,205,312
fa+ha+maj,98,98
xor+xnor,26,26
-- final cells by class --
| cell class | count | area [um2] | area share |
|---|---|---|---|
| Inverter | 105 | 399 | 0.0335 |
| Multi-Input combinational cell | 1254 | 9010 | 0.757 |
| Tap cell | 435 | 544 | 0.0457 |
| Timing Repair Buffer | 207 | 1960 | 0.164 |
-- cell usage after synthesis (all sizes together), types with 4 or more instances --
| cell | instances | area, um2 |
|---|---|---|
| a221oi | 7 | 61.3 |
| a21o | 8 | 60.1 |
| o311ai | 4 | 35.0 |
| mux2 | 11 | 124 |
| nor3 | 32 | 165 |
| nand3 | 43 | 215 |
| o31a | 4 | 35.0 |
| clkbuf | 60 | 225 |
| o211ai | 33 | 248 |
| o221ai | 10 | 87.6 |
| a31oi | 18 | 113 |
| or3 | 11 | 68.8 |
| a2111oi | 8 | 70.1 |
| and2 | 4 | 25.0 |
| or4 | 11 | 82.6 |
| nand2b | 15 | 93.8 |
| a22o | 4 | 35.0 |
| o2111ai | 9 | 78.8 |
| o41ai | 7 | 61.3 |
| o31ai | 12 | 90.1 |
| o21ai | 86 | 430 |
| a22oi | 15 | 113 |
| nand4 | 17 | 106 |
| mux2i | 203 | 2110 |
| nor2b | 7 | 43.8 |
| buf | 40 | 221 |
| o22ai | 66 | 413 |
| or2 | 4 | 25.0 |
| nor3b | 4 | 30.0 |
| a311oi | 4 | 35.0 |
| nand2 | 115 | 432 |
| o32ai | 4 | 35.0 |
| nor4 | 21 | 138 |
| inv | 103 | 392 |
| o21bai | 7 | 52.6 |
| a21oi | 105 | 526 |
| nor2 | 141 | 529 |
| xnor2 | 23 | 201 |
| a211oi | 19 | 143 |
| and3 | 4 | 25.0 |
| nor4b | 4 | 35.0 |
| ha | 96 | 1200 |
-- metrics by stage --
step	total power, mW	cell area, um2	setup WS [ps]	hold WS [ps]	utilization
2_1_floorplan	0.210	9830	10550	10690	-
3_3_place_gp	0.349	11900	8900	11670	0.374
3_5_place_dp	0.346	11900	8780	11660	0.374
4_1_cts	0.347	11900	8750	11670	0.374
5_1_grt	0.379	11900	8330	11760	0.374
6_report	0.358	11900	8680	11680	0.374
-- cells in the final DEF (no fill, tap or decap), types with 5 or more instances in the layout --
cell type,instances
a21o_1,8
a31oi_1,18
o21ai_0,78
buf_4,42
nor3_1,31
ha_1,96
o22ai_1,66
o211ai_1,33
mux2i_4,5
mux2i_2,12
o221ai_1,10
o2111ai_1,9
nor4_1,20
a22oi_1,15
o41ai_1,7
a221oi_1,7
nand4_1,17
a21oi_1,105
mux2i_1,186
or3_1,11
a2111oi_0,8
o21bai_1,7
inv_1,100
nor2b_1,7
a211oi_1,19
xnor2_1,23
or4_1,11
o21ai_1,8
mux2_2,11
nor2_1,141
nand2_1,115
o31ai_1,12
nand3_1,43
clkdlybuf4s50_1,163
nand2b_1,15
-- layer usage --
metal / routed length, um / global-route usage / share of wire
met1: 25800 / 0.509 / 0.45
met2: 24100 / 0.502 / 0.42
met3: 5800 / 0.0686 / 0.10
met5: 0 / 0 / 0
met4: 2100 / 0.0937 / 0.036
-- power groups by stage --
| stage | clock network (mW) | registers [mW] | logic, mW |
|---|---|---|---|
| 6_report | 0 | 0 | 0.358 |
| 5_1_grt | 0 | 0 | 0.379 |
| 4_1_cts | 0 | 0 | 0.347 |
No activity file was given, so power comes from the tool's default toggle rates.
